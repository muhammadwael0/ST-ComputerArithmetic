==> flow/design.v <==
`timescale 1ns / 1ps
module brent_kung_adder (
    input  [63:0] A,
    input  [63:0] B,
    input         Cin,
    output [63:0] Sum,
    output        Cout
);
    wire [63:0] G_in = A & B;
    wire [63:0] P_in = A ^ B;
    wire [63:0] G_out;
    wire [63:0] P_out;
    brent_kung_64_bit add_64(
        .Gin(G_in),
        .Pin(P_in),
        .Gout(G_out),
        .Pout(P_out)
    );
    wire [63:0] Carry;
    assign Carry[0] = Cin;
    generate
      	for (genvar i = 1; i <= 63; i = i + 1) begin : carry_compute
          assign Carry[i] = G_out[i - 1] | (P_out[i - 1] & Cin);
        end
    endgenerate
  assign Cout = G_out[63] | (P_out[63] & Cin);
    assign Sum = P_in ^ Carry;
endmodule
module brent_kung_64_bit (
    input  [63:0] Gin,
    input  [63:0] Pin,
    output [63:0] Gout,
    output [63:0] Pout
);
    wire [63:0] Gi;
    wire [63:0] Pi;
    wire [63:0] Go;
    wire [63:0] Po;
    genvar i;
    generate
        for (i = 0; i < 64; i = i + 1) begin : up_computation
            if (i % 2 != 0)
            begin : cond_if
                assign Gi[i] = Gin[i] | (Pin[i] & Gin[i - 1]);
                assign Pi[i] = Pin[i] & Pin[i - 1];
            end
            else
            begin : cond_else
                assign Gi[i] = Gin[i];
                assign Pi[i] = Pin[i];
            end
        end
    endgenerate
    brent_kung_32_bit add_32(
        .Gin(Gi),
        .Pin(Pi),
        .Gout(Go),
        .Pout(Po)
    );
    generate
        for (i = 0; i < 64; i = i + 1) begin : down_computation
            if ((i % 2 == 0) && (i != 0))
            begin : cond
                assign Gout[i] = Go[i] | (Po[i] & Go[i - 1]);
                assign Pout[i] = Po[i] & Po[i - 1];
            end
            else
            begin : cond
                assign Gout[i] = Go[i];
                assign Pout[i] = Po[i];
            end
        end
    endgenerate
endmodule
module brent_kung_32_bit (
    input  [63:0] Gin,
    input  [63:0] Pin,
    output [63:0] Gout,
    output [63:0] Pout
);
    wire [63:0] Gi;
    wire [63:0] Pi;
    wire [63:0] Go;
    wire [63:0] Po;
    genvar i, j;
    generate
        for (i = 3; i < 64; i = i + 4) begin : up_computation
            for (j = i - 3; j < i; j = j + 1) begin : inner_loop_up
                assign Gi[j] = Gin[j];
                assign Pi[j] = Pin[j];
            end
            assign Gi[i] = Gin[i] | (Pin[i] & Gin[i - 2]);
            assign Pi[i] = Pin[i] & Pin[i - 2];
        end
    endgenerate
    brent_kung_16_bit add_16 (
        .Gin(Gi),
        .Pin(Pi),
        .Gout(Go),
        .Pout(Po)
    );
    generate
        for (i = 5; i < 64; i = i + 4) begin : down_computation
            for (j = i - 3; j < i; j = j + 1) begin : inner_loop_down
                assign Gout[j] = Go[j];
                assign Pout[j] = Po[j];
            end
            assign Gout[i] = Go[i] | (Po[i] & Go[i - 2]);
            assign Pout[i] = Po[i] & Po[i - 2];
        end
    endgenerate
    generate
        for (i = 0; i < 2; i = i + 1) begin : down_dropped
            assign Gout[i] = Go[i];
            assign Pout[i] = Po[i];
        end
    endgenerate
    generate
        for (i = 62; i < 64; i = i + 1) begin : up_dropped
            assign Gout[i] = Go[i];
            assign Pout[i] = Po[i];
        end
    endgenerate
endmodule
module brent_kung_16_bit (
    input  [63:0] Gin,
    input  [63:0] Pin,
    output [63:0] Gout,
    output [63:0] Pout
);
    wire [63:0] Gi;
    wire [63:0] Pi;
    wire [63:0] Go;
    wire [63:0] Po;
    genvar i, j;
    generate
        for (i = 7; i < 64; i = i + 8) begin : up_computation
            for (j = i - 7; j < i; j = j + 1) begin : inner_loop_up
                assign Gi[j] = Gin[j];
                assign Pi[j] = Pin[j];
            end
            assign Gi[i] = Gin[i] | (Pin[i] & Gin[i - 4]);
            assign Pi[i] = Pin[i] & Pin[i - 4];
        end
    endgenerate
    brent_kung_8_bit add_8 (
        .Gin(Gi),
        .Pin(Pi),
        .Gout(Go),
        .Pout(Po)
    );
    generate
        for (i = 11; i < 64; i = i + 8) begin : down_computation
            for (j = i - 7; j < i; j = j + 1) begin : inner_loop_down
                assign Gout[j] = Go[j];
                assign Pout[j] = Po[j];
            end
            assign Gout[i] = Go[i] | (Po[i] & Go[i - 4]);
            assign Pout[i] = Po[i] & Po[i - 4];
        end
    endgenerate
    generate
        for (i = 0; i < 4; i = i + 1) begin : down_dropped
            assign Gout[i] = Go[i];
            assign Pout[i] = Po[i];
        end
    endgenerate
    generate
        for (i = 60; i < 64; i = i + 1) begin : up_dropped
            assign Gout[i] = Go[i];
            assign Pout[i] = Po[i];
        end
    endgenerate
endmodule
module brent_kung_8_bit (
    input  [63:0] Gin,
    input  [63:0] Pin,
    output [63:0] Gout,
    output [63:0] Pout
);
    wire [63:0] Gi;
    wire [63:0] Pi;
    wire [63:0] Go;
    wire [63:0] Po;
    genvar i, j;
    generate
        for (i = 15; i < 64; i = i + 16) begin : up_computation
            for (j = i - 15; j < i; j = j + 1) begin : inner_loop_up
                assign Gi[j] = Gin[j];
                assign Pi[j] = Pin[j];
            end
            assign Gi[i] = Gin[i] | (Pin[i] & Gin[i - 8]);
            assign Pi[i] = Pin[i] & Pin[i - 8];
        end
    endgenerate
    brent_kung_4_bit add_4 (
        .Gin(Gi),
        .Pin(Pi),
        .Gout(Go),
        .Pout(Po)
    );
    generate
        for (i = 23; i < 64; i = i + 16) begin : down_computation
            for (j = i - 15; j < i; j = j + 1) begin : inner_loop_down
                assign Gout[j] = Go[j];
                assign Pout[j] = Po[j];
            end
            assign Gout[i] = Go[i] | (Po[i] & Go[i - 8]);
            assign Pout[i] = Po[i] & Po[i - 8];
        end
    endgenerate
    generate
        for (i = 0; i < 8; i = i + 1) begin : down_dropped
            assign Gout[i] = Go[i];
            assign Pout[i] = Po[i];
        end
    endgenerate
    generate
        for (i = 56; i < 64; i = i + 1) begin : up_dropped
            assign Gout[i] = Go[i];
            assign Pout[i] = Po[i];
        end
    endgenerate
endmodule
module brent_kung_4_bit (
    input  [63:0] Gin,
    input  [63:0] Pin,
    output [63:0] Gout,
    output [63:0] Pout
);
    wire [63:0] Gi;
    wire [63:0] Pi;
    wire [63:0] Go;
    wire [63:0] Po;
    genvar i, j;
    generate
        for (i = 31; i < 64; i = i + 32) begin : up_computation
            for (j = i - 31; j < i; j = j + 1) begin : inner_loop_up
                assign Gi[j] = Gin[j];
                assign Pi[j] = Pin[j];
            end
            assign Gi[i] = Gin[i] | (Pin[i] & Gin[i - 16]);
            assign Pi[i] = Pin[i] & Pin[i - 16];
        end
    endgenerate
    brent_kung_2_bit add_2 (
        .Gin(Gi),
        .Pin(Pi),
        .Gout(Go),
        .Pout(Po)
    );
    generate
        for (i = 47; i < 64; i = i + 32) begin : down_computation
            for (j = i - 31; j < i; j = j + 1) begin : inner_loop_down
                assign Gout[j] = Go[j];
                assign Pout[j] = Po[j];
            end
            assign Gout[i] = Go[i] | (Po[i] & Go[i - 16]);
            assign Pout[i] = Po[i] & Po[i - 16];
        end
    endgenerate
    generate
        for (i = 0; i < 16; i = i + 1) begin : down_dropped
            assign Gout[i] = Go[i];
            assign Pout[i] = Po[i];
        end
    endgenerate
    generate
        for (i = 48; i < 64; i = i + 1) begin : up_dropped
            assign Gout[i] = Go[i];
            assign Pout[i] = Po[i];
        end
    endgenerate
endmodule
module brent_kung_2_bit (
    input  [63:0] Gin,
    input  [63:0] Pin,
    output [63:0] Gout,
    output [63:0] Pout
);
    wire [63:0] G;
    wire [63:0] P;
    assign G[63] = Gin[63] | (Pin[63] & Gin[31]);
    assign P[63] = Pin[63] & Pin[31];
    genvar i;
    generate
        for (i = 0; i < 63; i = i + 1)
        begin : down_dropped
            assign G[i] = Gin[i];
            assign P[i] = Pin[i];
        end
    endgenerate
    assign Gout = G;
    assign Pout = P;
endmodule
==> flow/run.sh <==
#!/bin/bash
# OpenROAD 26Q1-2900-gdf79404cd8, Yosys 0.63+post, stock flow scripts
make -C /OpenROAD-flow-scripts/flow DESIGN_CONFIG=/design/flow/config.mk WORK_HOME=/design/flow/orfs finish
==> flow/config.mk <==
export PLATFORM = sky130hd
export DESIGN_NAME = brent_kung_adder
export DESIGN_NICKNAME = brent_kung_adder
export VERILOG_FILES = /design/flow/design.v
export SDC_FILE = /design/flow/constraint.sdc
export NUM_CORES = 4
export LEC_CHECK = 1
export CORE_AREA = 10 10 128 128
export DIE_AREA = 0 0 138 138
==> flow/constraint.sdc <==
current_design brent_kung_adder

set clk_period 10.3
set clk_io_pct 0.2

create_clock -name clk0 -period $clk_period

set non_clock_inputs [all_inputs -no_clocks]
set_input_delay [expr $clk_period * $clk_io_pct] -clock clk0 $non_clock_inputs
set_output_delay [expr $clk_period * $clk_io_pct] -clock clk0 [all_outputs]
==> impl_metrics.tcl <==
# collected from the flow reports
set metrics [dict create \
    yosys.area.top_type_share_pct 31.0 \
    setup_viol 0 \
    post_route_cells_drive_above_1_share_pct 3.00 \
    grt_antenna_before_repair 0 \
    antenna_left 0 \
    seqCellArea_um2 0 \
    yosys_area_mm2 0.00258 \
    synthesis.area_mm2 0.00258 \
    area_delta_synth_final_pct 83.8 \
    die_area_mm2 0.0190 \
    core-area_mm2 0.0138 \
    hp-start "B[32]" \
    n_fill_cell 1443 \
    cp_data_arrival_time_ps 5540 \
    die_height_um 138 \
    largest_driver_fanout_on_the_critical_path 5 \
    nFlopsAndLatches 0 \
    run_status "completed" \
    cts_setup_buffers 0 \
    global_route.usage.total_pct 9.99 \
    antennaDiodeCount 0 \
    design_area_mm2 0.00475 \
    post_synth_inst_count 339 \
    syn_area_per_cell_um2 7.63 \
    timing.setup.critical_path_class "in -> out" \
    hp-class "in -> out" \
    critical_path.endpoint_type "output pin" \
    crit_path_start "A[1]" \
    dp_hpwl_mm 9.53 \
    route.vias.total 3156 \
    drt_wl_total_mm 10.2 \
    grt-ovfl-total 0 \
    peakVddDrop_v 0.0000224 \
    globalplace.congestion 0.890 \
    critPathRequiredTime_ps 8240 \
    maximum_number_of_pins_on_one_net_before_global_route_repair 7 \
    totalNegativeSetupSlack_ps 0 \
    detail_route.wl_per_cell_um 14.4 \
    initial_utilization_pct 18.8 \
    log.warning_count 32 \
    postPlaceCellArea_mm2 0.00475 \
    synth.top_cells.by_area "ha_1 (31%), xnor2_1 (13%), a21oi_1 (6.8%), nor2_1 (6.0%), xor2_1 (4.4%)" \
    detail_route.vias_per_cell 4.43 \
    grt_setup_unrepaired "no" \
    synth-warning-count 0 \
    final.min_clock_period_ps 7600 \
    post_cts.resized_instances 0 \
    list_of_most_frequent_post_synthesis_cells "ha_1 (64), nor2_1 (41), xnor2_1 (38)" \
    synth_sequential_area_ratio_pct 0 \
    post-synth-top-count-cell "ha_1" \
    hold_viol 0 \
    maxSlewHeadroom_pct 63.5 \
    synth_area_leader_cell "ha_1" \
    power_leakage_nw 1.94 \
    tightest_pin_transition_ps 543 \
    slew_viol_final 0 \
    top_achievable_clock_speed_mhz 132 \
    drtIter0Drc 109 \
    first_global_vias 3268 \
    min_period_over_period_pct 73.7 \
    power.density_cell_area_mw_per_mm2 66.9 \
    num_rows 43 \
    grt_first_pass_wirelength_mm 16.4 \
    yosysCellCount 339 \
    die_w_um 138 \
    ioPinCount 194 \
    port-buffer-count 194 \
    postCtsHoldBufs 0 \
    n_clock_buffer 0 \
    synthDistinctLibCells 47 \
    remaining_design_rule_violation_count 0 \
    detail_route.first_pass.iterations 4 \
    final_total_pwr_uw 318 \
    maxCapViolations 0 \
    critPathLaunchType "input port" \
]
-- power breakdown --
part | switching (mW) | internal (mW) | total [mW]
clock network | 0 | 0 | 0
registers | 0 | 0 | 0
logic | 0.112 | 0.206 | 0.318
total | 0.112 | 0.206 | 0.318
-- worst paths after layout --
check | depth (start not counted) | end | slack, ps
worst max-delay path | 13 | Sum[43] | 2700
worst min-delay path | 4 | Sum[32] | 5230
-- area by class of cell --
type,count,area [µm²],area share (%)
inverters,7,26.3,0.553
multi-input cells,332,2560,53.8
repair buffers,194,1940,40.9
well taps,180,225,4.74
-- routing by layer --
layer | GRT usage [%] | routed length (µm) | vias up | share of wire, %
met2 | 17.5 | 4800 | 112 | 47
met4 | 0.388 | 43 | 0 | 0.42
met1 | 12.6 | 4650 | 1390 | 45
met5 | 0 | 0 | - | 0
li1 | - | - | 1650 | -
met3 | 2.67 | 745 | 4 | 7.3
-- per-stage QoR --
| step | worst slack [ps] | hold slack (ps) | utilization, % | cells |
|---|---|---|---|---|
| after floorplan | 3980 | 4220 | - | 339 |
| after global placement | 2690 | 5230 | 34.5 | 713 |
| after detailed placement | 2670 | 5230 | 34.5 | 713 |
| after CTS | 2640 | 5240 | 34.5 | 713 |
| after global routing | 2460 | 5260 | 34.5 | 713 |
| final | 2700 | 5230 | 34.5 | 713 |
-- layout by cell type (no fill, tap or decap), types with 10 or more instances in the layout --
cell type	Yosys	routed
nor2b_1	13	13
xnor2_1	38	38
a21oi_1	35	35
xor2_1	13	13
o21ai_0	13	13
o21a_1	11	11
nor2_1	41	41
ha_1	64	64
a21o_1	10	10
clkdlybuf4s50_1	0	194
nand2_1	19	19
-- worst max-delay path, stage by stage --
cell and delay (ps):
clkdlybuf4s50_1 400, ha_1 360, a21oi_2 100, a32oi_4 260
a31oi_2 200, o31a_1 380, a211oi_2 410, nand2_1 160
a21boi_2 210, o22ai_1 130, o21ba_2 220, xnor2_1 140
clkdlybuf4s50_1 490
-- logic make-up (layout without fill, tap and decap cells) --
| family | after synthesis | count (layout) | synth area share, % |
|---|---|---|---|
| XOR/XNOR | 51 | 51 | 17.3 |
| AND-OR/OR-AND | 102 | 102 | 28.3 |
| buffers and inverters | 7 | 201 | 1.02 |
| adder cells (fa/ha/maj) | 65 | 65 | 31.8 |
| AND/OR/NAND/NOR | 114 | 114 | 21.6 |
Power and IR drop assume default switching activity.
